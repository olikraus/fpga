## flow/run.sh

```bash
#!/bin/bash
# OpenROAD 26Q1-2900-gdf79404cd8, Yosys 0.63+post, stock flow scripts
make -C /OpenROAD-flow-scripts/flow DESIGN_CONFIG=/design/flow/config.mk WORK_HOME=/design/flow/orfs finish
```

## flow/constraint.sdc

```tcl
current_design uart_rx

set clk_period 2.8
set clk_io_pct 0.2

create_clock -name clk0 -period $clk_period [get_ports {CLK}]

set non_clock_inputs [all_inputs -no_clocks]
set_input_delay [expr $clk_period * $clk_io_pct] -clock clk0 $non_clock_inputs
set_output_delay [expr $clk_period * $clk_io_pct] -clock clk0 [all_outputs]
```

## flow/config.mk

```make
export PLATFORM = sky130hd
export DESIGN_NAME = uart_rx
export DESIGN_NICKNAME = uart_rx
export VERILOG_FILES = /design/flow/design.v
export SDC_FILE = /design/flow/constraint.sdc
export NUM_CORES = 4
export LEC_CHECK = 1
export CORE_AREA = 10 10 98 98
export DIE_AREA = 0 0 108 108
```

## flow/design.v

```verilog
module uart_rx(  
                input wire CLK,
                input wire RX,
                output wire VALID,
                output reg [7:0] DATA
                );
  parameter   BIT_RATE        = 9600;  
  parameter   CLK_HZ          =    12_000_000;
  localparam       CLK_PER_BIT     = CLK_HZ / BIT_RATE;
  localparam       CLK_COUNTER_LEN      = $clog2(CLK_PER_BIT/2+1);
  reg [CLK_COUNTER_LEN-1:0] clk_counter;
  reg [4:0] bit_counter;
  reg cnt_enable;
  initial begin
    clk_counter = 0;
    bit_counter = 0;
    cnt_enable = 0;
    DATA = 0;
  end
  always @(posedge CLK) begin
    if ( cnt_enable == 0 ) 
      begin
        if ( RX == 1 ) 
          begin             
            clk_counter <= 0;
            bit_counter <= 0;
          end 
        else 
          begin                     
            cnt_enable <= 1;
            clk_counter <= 0;
            bit_counter <= 0;
          end
      end 
    else 
      if ( clk_counter != CLK_PER_BIT / 2 )
          clk_counter <= clk_counter + 1;
      else 
        begin
          case (bit_counter)
            0: if ( RX == 1 )                            
                cnt_enable <= 0;                      
            1: begin end
            2: DATA[0] <= RX;
            3: begin end
            4: DATA[1] <= RX;
            5: begin end
            6: DATA[2] <= RX;
            7: begin end
            8: DATA[3] <= RX;
            9: begin end
            10: DATA[4] <= RX;
            11: begin end
            12: DATA[5] <= RX;
            13: begin end
            14: DATA[6] <= RX;
            15: begin end
            16: DATA[7] <= RX;
            17: begin end
            18: if ( RX == 0 )                
                cnt_enable <= 0;         
            19: begin end
            default: cnt_enable <= 0;    
          endcase
          clk_counter <= 0;
          bit_counter <= bit_counter +1;
        end
  end
  always @(posedge CLK) begin
    if ( bit_counter == 19 && clk_counter == 0 )
      VALID <= 1;
    else 
      VALID <= 0;
  end
endmodule
```

==> impl_metrics.toml <==
# generated from flow reports
[setup_path]
cp_top_family = "simple AND/OR/NAND/NOR gates"
worstSetupStartpointType = "flop"
critPathMaxFanout = 15
crit_cells = 4
worstPathCellList = "nor4_4, nand4_2, nand3b_1, nor2_1"
path_class = "reg2reg"
path_buffers = 0
reg2reg_depth = 4
endpoint_kind = "flop"
slowest_stage = "nand4_2"
worst_ep_required_time_ns = 2.78
arrival_ns = 1.93
slowest_delay_ns = 0.40

[logic_synthesis]
yosysWarnings = 3
yosysMostFrequentCell = "nor2_1"
largest_area_cell = "dfxtp_1"
synthFlopType = "dfxtp_1"
edf_count = 8
synthArstFlopShare = 0
synth_cells = 123
ys.flops = 25
ys_chip_area_mm2 = 0.001212
yosys.area_share.simple = 0.2580
syn_area_mm2 = 0.001212
adder_share = 0.08256
ys_cells = 123
post_synth_num_cell_types = 35
aoi_share = 0.07430
logic_family = "simple AND/OR/NAND/NOR gates"
top_area_frac = 0.2807
area_leaders = "dfxtp_1 28%, edfxtp_1 20%, ha_1 8.3%"
xor_area_frac = 0.06502
top_cells_by_count = "19 x nor2_1, 17 x dfxtp_1, 8 x edfxtp_1, 8 x ha_1, 7 x inv_1"
synth_area_per_cell_um2 = 9.857
muxShareOfSynthArea = 0.008256
postSynthSeqShare = 0.4788

[job]
tool_warnings = 30
drv_cap = 0

[outcome]
status = "complete, no violations"

[final_timing]
period_used_share = 0.6970
tightest_slew_ns = 0.4102
tns_ns = 0
setup_slack_ns = 0.8484
hold_ws_ns = 0.5029
final_max_slew_viol_count = 0
slew_headroom = 0.7259
max_freq_mhz = 512.4
rsz0062_at_grt = "false"
setup_viol = 0
fin_skew_ns = 0.004367
hold_viol_final = 0
min_period_ns = 1.952

[drt]
antenna-diode-count = 0
ant_nets = 0
vias = 896
drt_iter0_drc = 48
drt_wl_total_um = 2129
drc_errors = 0
via_per_inst = 3.797
firstDrtPassIters = 4
wl_per_cell_um = 9.021

[final_layout]
area_growth_pct = 21.36
fin_util = 0.1924
drive_gt1_frac = 0.05224

[place]
place_ws_ns = 0.7253
gp_congestion = 0.8523
io_buffers = 10
hpwlAfterDp_um = 1553

[cts]
cts_tree = "yes"
cts_buffers = 3
cts.sinks = 25
ctsResizeCount = 0
root_buffer = "clkbuf_8"
hold_buffers = 0
cts_max_level = 1
clk_latency_ns = 0.26
clk_pin_slew_ns = 0.08
clk_path_buf_depth = 2
post_cts_buffers = 0

[pwr]
finalPower_mw = 0.8009
p_leak_nw = 0.5945
cellPowerDensity_mw_per_mm2 = 544.3
peakVddDrop_v = 0.0001680

[grt]
gr-total-overflow = 0
grt_pass1_vias = 821
grt_max_degree = 16
antenna_found_initial = 0
grt_usage = 0.03580
grt_pass1_wl_um = 3663

[floorplanning]
die_y_um = 108
coreArea_mm2 = 0.007647
die_w_um = 108
chip_area_mm2 = 0.01166
placementRows = 32
fp-utilization = 0.1585
ios = 11

[min_path]
whs_path_depth = 1
hold_path.class = "reg2reg"
## area by class of cell
cell class                 instances  area [µm²]
tap                              102       127.6
sequential                        25       580.6
inverter                           7       26.28
fill                             826        6176
timing repair buffer              10       100.1
clock buffer                       4       45.04
multi-input combinational         88       591.8
## metrics by stage
stage | instances | instance area [µm²]
floorplan | 123 | 1212
CTS | 236 | 1471
finish | 236 | 1471
global route | 236 | 1471
detailed placement | 232 | 1426
global placement | 232 | 1426
## sequential cells by signal, indices dropped and copies added (netlist names)
signal       flops
DATA             8
VALID            1
bit_counter      5
clk_counter     10
cnt_enable       1
## cell families (layout without fill, tap and decap cells)
| kind of cell | count (synthesis) | in the layout |
|---|---|---|
| simple gates | 56 | 56 |
| flops | 25 | 25 |
| compound gates | 14 | 14 |
| buf+inv | 10 | 21 |
| xor+xnor | 9 | 9 |
| fa+ha+maj | 8 | 8 |
| mux | 1 | 1 |
## worst register-to-register path: stages (launching register included)
cell and delay, ns:
dfxtp_1 0.37, nor4_4 0.36, nand4_2 0.40, nand3b_1 0.38
nor2_1 0.16
## final timing paths
kind / from / endpoint / slack (ns)
worst min register to register: clk_counter[0]$_SDFF_PN0_ / clk_counter[0]$_SDFF_PN0_ / 0.50
worst min-delay path: clk_counter[0]$_SDFF_PN0_ / clk_counter[0]$_SDFF_PN0_ / 0.50
worst max register to register: clk_counter[2]$_SDFF_PN0_ / DATA[5]$_DFFE_PP_ / 0.85
worst max-delay path: clk_counter[2]$_SDFF_PN0_ / DATA[5]$_DFFE_PP_ / 0.85
## routing by layer
metal	vias to the layer above	wire length [µm]	global-route usage
met1	418	1025	0.04839
met2	22	931	0.05819
li1	454	-	-
met5	-	0	0
met4	0	59	0.01145
met3	2	113	0.004819
## power breakdown
part           switching (mW)  leakage [nW]  internal [mW]
registers              0.0479         0.212          0.414
clock network           0.104        0.0228          0.101
logic                  0.0670         0.359         0.0672
total                   0.219         0.594          0.582
## layout by cell type, fill, tap and decap left out, types with 2 or more instances in the layout
| cell | instances |
|---|---|
| inv_1 | 7 |
| or3_1 | 3 |
| clkdlybuf4s50_1 | 10 |
| edfxtp_1 | 8 |
| a211oi_1 | 2 |
| dfxtp_1 | 17 |
| nand3_1 | 6 |
| clkbuf_8 | 3 |
| nor4_1 | 3 |
| and3_1 | 3 |
| nand2_1 | 6 |
| nand2b_1 | 2 |
| nor3_1 | 2 |
| ha_1 | 8 |
| a21oi_1 | 3 |
| nor2b_1 | 2 |
| o21ai_0 | 4 |
| xor2_1 | 6 |
| and4b_1 | 2 |
| nor2_1 | 19 |
| xnor2_1 | 3 |
No activity file was given, so power comes from the tool's default toggle rates.
