[design/flow/run.sh]
#!/bin/bash
# OpenROAD 26Q1-2900-gdf79404cd8, Yosys 0.63+post, stock flow scripts
make -C /OpenROAD-flow-scripts/flow DESIGN_CONFIG=/design/flow/config.mk WORK_HOME=/design/flow/orfs finish
[design/flow/config.mk]
export PLATFORM = sky130hd
export DESIGN_NAME = uart_tx
export DESIGN_NICKNAME = uart_tx
export VERILOG_FILES = /design/flow/design.v
export SDC_FILE = /design/flow/constraint.sdc
export NUM_CORES = 4
export LEC_CHECK = 1
export CORE_AREA = 10 10 95 95
export DIE_AREA = 0 0 105 105
[design/flow/constraint.sdc]
current_design uart_tx

set clk_period 3.0
set clk_io_pct 0.2

create_clock -name clk0 -period $clk_period [get_ports {CLK}]

set non_clock_inputs [all_inputs -no_clocks]
set_input_delay [expr $clk_period * $clk_io_pct] -clock clk0 $non_clock_inputs
set_output_delay [expr $clk_period * $clk_io_pct] -clock clk0 [all_outputs]
[design/flow/design.v]
module uart_tx(  
                input wire CLK,
                output wire TX,
                output wire BUSY,
                input wire START,
                input wire [7:0] DATA
                );
  parameter   BIT_RATE        = 9600;                            
  parameter   CLK_HZ          =    12_000_000;
  localparam CLK_PER_BIT     = CLK_HZ / BIT_RATE;
  localparam CLK_COUNTER_BIT_SIZE = $clog2(CLK_PER_BIT+1);
  reg [CLK_COUNTER_BIT_SIZE-1:0] clk_counter;
  reg [3:0] bit_counter;
  reg cnt_enable;
  reg tx_line;
  initial begin
    clk_counter = 0;
    bit_counter = 0;
    cnt_enable = 0;
    tx_line = 1;                 
  end
  assign BUSY = cnt_enable;
  assign TX = tx_line;           
  always @(posedge CLK) begin
    if ( cnt_enable == 0 ) 
      begin
        if ( START == 0 ) 
          begin             
            clk_counter <= 0;
            bit_counter <= 0;
            tx_line <= 1;
          end 
        else 
          begin                     
            cnt_enable <= 1;
            clk_counter <= 0;
            bit_counter <= 0;
            tx_line <= 1;
          end
      end 
    else 
      if ( clk_counter != CLK_PER_BIT )
          clk_counter <= clk_counter + 1;
      else 
        begin
          case (bit_counter)
            0: tx_line <= 0;                            
            1: tx_line <= DATA[0];
            2: tx_line <= DATA[1];
            3: tx_line <= DATA[2];
            4: tx_line <= DATA[3];
            5: tx_line <= DATA[4];
            6: tx_line <= DATA[5];
            7: tx_line <= DATA[6];
            8: tx_line <= DATA[7];
            9: tx_line <= 1;                          
            default: cnt_enable <= 0;    
          endcase
          clk_counter <= 0;
          bit_counter <= bit_counter +1;
        end
  end
endmodule
==> results.ini <==
[placed_design]
place_congestion=0.774
place.port_buffers=11
dp_hpwl_um=1240
place_ws_ns=0.924

[clock_network]
cts_setup_buffers=0
clk_pin_slew_worst_paths_ns=0.07
clockRootBuffer=clkbuf_8
clkSinkCount=17
htreeDepth=1
worstSkewPairLatency_ns=0.25
cts_tree=done
cts_made_buffers=3
ctsResizeCount=0
hold_buffers=0
clockBufferDepth=2

[setup_path]
crit_path_max_incr_delay_ns=0.40
path_buffers=1
cp-end-kind=register
cp.required_ns=3.14
cp.depth=5
cp_cell_sequence=clkdlybuf4s50_1, a22oi_1, o32ai_1, or3_1, a221o_1
reg2regPathDepth=6
cp.arrival_ns=1.94
critPathSlowestCell=clkdlybuf4s50_1
cp_max_fo=1
startpoint_type=input pin
cpLargestDelayFamily=AND-OR/OR-AND gates
timing_worst_setup_path_type=input pin to register

[yosys]
synthMuxAreaShare_pct=2.20
synthTopCellsByCount=dfxtp_1, nor2_1, ha_1, inv_1
synth_cell_types=31
synthArstFlopShare_pct=0
ys.flops=17
area_leaders=dfxtp_1, ha_1, nor2_1
ys_sh_adder_pct=8.26
synthTopLogicFamily=simple AND/OR/NAND/NOR gates
ys_seq_share_pct=37.5
avgSynthCellArea_um2=8.82
yosys_cells=103
netlist_instances=103
edf_count=0
synthAoiAreaFrac_pct=11.3
ys_chip_area_um2=908
syn_area_um2=908
xor_share_pct=9.64
top_area_share_pct=37.5
ff_type=dfxtp_1
synth_simple_gate_area_share_pct=26.0
yosys_warnings=1
largest_area_cell=dfxtp_1

[route]
dr.pass1.iters=4
drt.antenna.violating_nets=0
vias=726
wl_per_cell_um=8.05
routed_via_density=3.44
drc=0
diodes=0
drtIter0Drc=16
routed_wirelength_um=1700

[sta]
skew_ns=0.00438
finalCriticalPeriod_ns=1.81
tightest_slew_ns=0.382
setup_tns_ns=0
hold_viol_final=0
setup_viol=0
rsz0062_at_grt=no
timing.final.crit_share_pct=60.2
fin_ws_ns=1.19
relSlewSlack_pct=74.5
fmax_ghz=0.554
slew_violations=0

[grt]
grt_use_total_pct=2.80
met1_usage_pct=3.73
grt.busiest_layer=met2
grt_max_degree=12
grt_pass1_vias=643
overflow=0
antenna_found_initial=0
grt_use_met2_pct=4.63
grtUsageMet3_pct=0.124
grt_pass1_wl_um=2820

[run_status]
status=complete, no violations

[job]
warnings=29
maxCapViolCount=0

[die]
die_w_um=105
dieHeight_um=105
core-area_mm2=0.00691
io_pins=12
dieArea_mm2=0.0110
rows=30
fp_util_pct=13.2

[layout]
syn_to_final_growth_pct=27.8
regArea_um2=340
nFillCells=788
comb_area_um2=522
drive_above_1_share_pct=6.96

[pwr]
p_leak_uw=0.000451
peakVddDrop_mv=0.126
powerDensity_mw_per_mm2=575

[min_path]
min_path_type=register to register
whs_path_depth=1

[cell families (layout without fill, tap and decap cells)]
family,Yosys count,count (layout)
buffers and inverters,9,21
XOR/XNOR,10,10
AND-OR/OR-AND,16,16
AND/OR/NAND/NOR,43,43
multiplexers,2,2
flip-flops,17,17
adder cells (fa/ha/maj),6,6
[metrics by stage]
step                instance area, µm²  cells  hold slack [ns]  utilization (%)  total power [µW]
floorplan                          908    103            0.433                -               461
detailed placement                1110    207            0.466             16.1               501
global route                      1160    211            0.521             16.8               723
finish                            1160    211            0.476             16.8               667
CTS                               1160    211            0.482             16.8               676
global placement                  1110    207            0.458             16.1               501
[path summary, 6_finish.rpt]
kind	slack, ns	end	start
setup / recovery	1.19	tx_line$_SDFFE_PN1P_	DATA[6]
hold / removal	0.48	clk_counter[0]$_SDFF_PN0_	clk_counter[0]$_SDFF_PN0_
setup reg to reg	1.25	tx_line$_SDFFE_PN1P_	bit_counter[1]$_SDFFE_PN0N_
hold reg to reg	0.48	clk_counter[0]$_SDFF_PN0_	clk_counter[0]$_SDFF_PN0_
[report_power, final]
part           switching, µW  internal, µW  total [µW]
combinational           66.5          82.6         149
sequential              68.3           280         348
clock                   77.9          92.1         170
[layout make-up]
class | count | share of cell area, %
tap | 96 | 10.3
clock buffer | 3 | 3.56
clock inverter | 1 | 0.431
multi-input combinational | 77 | 44.9
sequential | 17 | 29.3
timing repair buffer | 11 | 9.48
inverter | 6 | 1.94
[layout by cell type, fill, tap and decap left out, drive strengths merged]
master         netlist  routed
a21oi                4       4
o21ai                5       5
a22oi                2       2
mux2i                2       2
clkbuf               0       3
nor3                 3       3
nand4b               1       1
nand3                3       3
and4bb               1       1
nand4                4       4
clkinv               0       1
ha                   6       6
dfxtp               17      17
xor2                 5       5
a221oi               1       1
nor2                17      17
nand2b               1       1
clkdlybuf4s50        0      11
xnor2                5       5
and3                 1       1
nand3b               1       1
inv                  6       6
o21bai               2       2
a221o                1       1
and4                 1       1
nand2                5       5
nor4b                1       1
o32ai                1       1
or3                  3       3
nor3b                1       1
[sequential cells by signal, summed over array words and instances (netlist names)]
| name | cells |
|---|---|
| bit_counter | 4 |
| clk_counter | 11 |
| cnt_enable | 1 |
| tx_line | 1 |
[worst reg2reg max path: stages (launching register included)]
cell and delay (ns):
dfxtp_1 0.40, inv_1 0.08, ha_1 0.23, a22oi_1 0.17, o32ai_1 0.11, or3_1 0.35
a221o_1 0.31
[per-layer routing]
layer	up-vias	share of wire, %	routed length (µm)
li1	385	-	-
met1	327	50	856
met2	12	45	765
met3	2	1.6	28
met4	0	2.8	48
met5	-	0	0
Power figures rest on the tool's default switching activity, not on a simulated workload.
