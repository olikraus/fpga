--- flow/config.mk ---
export PLATFORM = sky130hd
export DESIGN_NAME = switch
export DESIGN_NICKNAME = switch
export VERILOG_FILES = /design/flow/design.v
export SDC_FILE = /design/flow/constraint.sdc
export NUM_CORES = 4
export LEC_CHECK = 1
export CORE_AREA = 10 10 103 103
export DIE_AREA = 0 0 113 113
--- flow/constraint.sdc ---
current_design switch

set clk_period 5.8
set clk_io_pct 0.2

create_clock -name clk0 -period $clk_period [get_ports {CLK}]

set non_clock_inputs [all_inputs -no_clocks]
set_input_delay [expr $clk_period * $clk_io_pct] -clock clk0 $non_clock_inputs
set_output_delay [expr $clk_period * $clk_io_pct] -clock clk0 [all_outputs]
--- flow/design.v ---
module switch(  input CLK,
                output LED,
                output PMOD1,    
                output PMOD2,    
                output PMOD3,    
                output PMOD4,    
                output PMOD5,    
                output PMOD6,    
                output PMOD7,    
                output PMOD8     
                );
   reg [25:0] counter;
   wire D0;
   wire D1;
   wire D2;
   wire D3;
   wire D4;
   wire D5;
   wire D6;
   wire D7;
  assign D0 = PMOD2;
  assign D1 = PMOD4;
  assign D2 = PMOD6;
  assign D3 = PMOD8;
  assign D4 = PMOD1;
  assign D5 = PMOD3;
  assign D6 = PMOD5;
  assign D7 = PMOD7;
   assign D2 = ~counter[19];
   assign D3 = ~counter[20];
   assign D4 = ~counter[21];
   assign D5 = ~counter[22];
   assign D6 = ~counter[23];
   assign D7 = ~counter[24];
   assign LED = ~counter[23];
   initial begin
      counter = 0;
   end
   always @(posedge CLK)
   begin
      counter <= counter + 1;
   end
endmodule
--- flow/run.sh ---
#!/bin/bash
# OpenROAD 26Q1-2900-gdf79404cd8, Yosys 0.63+post, stock flow scripts
make -C /OpenROAD-flow-scripts/flow DESIGN_CONFIG=/design/flow/config.mk WORK_HOME=/design/flow/orfs finish
==> run_results.csv <==
group,metric,value,unit
timing,finalSetupViolations,0,
worst_setup_path,crit_required,4640,ps
synth,postSynthAreaPerCell,10.4,um2
clock_tree,post_cts_buffers,0,
route,wl,1.49,mm
synth,yosysWarnings,3,
clock_tree,post_cts_resized,0,
flow_run,warning_count,25,
clock_tree,holdBufCountCts,0,
route,antennaDiodeCount,0,
floorplan,rows,33,
worst_setup_path,rrSetupSlack,4210,ps
finish,syn_to_final_growth,23.2,%
timing,timing.setup.tns,0,ps
finish,drive_gt1_share,7.62,%
worst_setup_path,cpPeakStageDelay,430,ps
synth,synth_seq_share,50.1,%
grt,antenna_found_initial,0,
clock_tree,root_buffer,"clkbuf_8",
grt,grt_max_degree,16,
clock_tree,tritoncts,"yes",
worst_setup_path,cp-end-kind,"output pin",
power,p_seq_share,62.5,%
synth,ys_cells,96,
grt,grt_pass1_vias,585,
worst_setup_path,cp-startpoint,"counter[19]",
timing,final_hold_viol_count,0,
power,clkPwrFrac,37.5,%
power,irDropWorstVdd,107,uV
place,gp_congestion,0.743,
worst_setup_path,cp_max_fo,5,
worst_setup_path,r2r_end,"counter[18]",
power,switchingPower,0.0000543,W
place,dp_hpwl,1.16,mm
floorplan,die_area,0.0128,mm2
worst_setup_path,worstPathCellList,"inv_1 -> clkdlybuf4s50_1",
timing,fin_crit,2320,ps
clock_tree,cts_buffers,3,
power,cellLeakagePower,0.387,nW
power,combPwrFrac,0,%
grt,grt_overflow,0,
finish,finalCoreUtilization,14.8,%
route,via_per_inst,2.96,
timing,skew,2.89,ps
clock_tree,clock_path_buffers,2,
worst_setup_path,r2r_cells,5,
floorplan,fp_util,12.0,%
flow_run,maxCapViolCount,0,
synth,yosysChipArea,998,um2
floorplan,core-area,0.00830,mm2
timing,finalClockPeriodUsage,40.1,%
floorplan,die_w,113,um
route,first_pass_iters,4,
floorplan,io_pins,10,
power,p_int,0.000220,W
clock_tree,cts.clk_slew.worst_paths,90,ps
synth,netlist_area,998,um2
finish,regMostFlops,"counter",
route,drt_iter0_drc,6,
min_path,hold_path.class,"register to register",
finish,largest_reg_flops,25,
timing,slew_violations,0,
timing,max_freq,430,MHz
synth,ys.flops,25,
clock_tree,h-tree-depth,1,
route,num_vias,621,
timing,timing.hold.ws,404,ps
route,ant_nets,0,
worst_setup_path,rr_startpoint,"counter[0]",
worst_setup_path,cp.arrival,1160,ps
synth,synth_cells,96,
worst_setup_path,cpMaxStageDelayCell,"dfxtp_1",
worst_setup_path,critPathLaunchType,"register",
timing,rsz0062_at_grt,"no",
place,numPortBuffers,7,
min_path,worst_hold_path.num_cells,1,
route,drc,0,
route,routedWlPerCell,7.09,um
worst_setup_path,critPathKind,"register to output pin",
clock_tree,clock_latency,270,ps
synth,synth.distinct_cells,17,
finish,top_regs,"counter x25",
grt,grt_pass1_wl,2.53,mm
power,cellPowerDensity,223,mW/mm2
floorplan,die_y,113,um
power,swShare,19.8,%
worst_setup_path,crit_path_end,"PMOD6",
grt,track_usage,2.31,%
clock_tree,clkSinkCount,25,
status,status,"completed",
critical path, delay by kind of cell (launching register included):
kind,cells,cell delay (ps)
buffers and inverters,2,470
flip-flops,1,430
worst min-delay path by stage:
| stage | endpoint | from | slack, ps |
|---|---|---|---|
| 4_1_cts | counter[0] | counter[0] | 410 |
| 5_1_grt | counter[0] | counter[0] | 440 |
| 6_report | counter[0] | counter[0] | 400 |
final cells by class:
cell class | count | area (um2)
Fill cell | 922 | 7070
Tap cell | 105 | 131
Multi-Input combinational cell | 62 | 453
Inverter | 7 | 26.3
Sequential cell | 25 | 500
Clock buffer | 3 | 41.3
Timing Repair Buffer | 7 | 70.1
Clock inverter | 1 | 7.51
layout by cell type (no fill, tap or decap), types with 3 or more instances in the layout:
cell             instances
clkdlybuf4s50_1          7
nand4_1                  7
nand3_1                  9
nand2_1                  7
xnor2_1                 16
xor2_1                   7
nor2_1                   4
inv_1                    7
clkbuf_8                 3
dfxtp_1                 25
per-layer routing:
| layer | track usage, % | part of all wire, % | up-vias | wire length [um] |
|---|---|---|---|---|
| met4 | 0.169 | 0 | 0 | 0 |
| met1 | 2.91 | 48 | 279 | 712 |
| li1 | - | - | 333 | - |
| met5 | 0 | 0 | - | 0 |
| met2 | 3.26 | 42 | 9 | 631 |
| met3 | 1.66 | 9.7 | 0 | 145 |
power by group through the flow:
stage	Clock, W	Combinational (W)	Sequential [W]
CTS	0.000107	0.000000120	0.000171
finish	0.000103	0.0000000583	0.000171
global route	0.000115	0.000000141	0.000172
per-stage QoR:
step | area [um2] | worst slack [ps] | std cells | total power [W]
2_1_floorplan | 1000 | 4160 | 97 | 0.000176
5_1_grt | 1230 | 3390 | 210 | 0.000287
6_report | 1230 | 3480 | 210 | 0.000274
4_1_cts | 1230 | 3450 | 210 | 0.000278
3_3_place_gp | 1180 | 3760 | 206 | 0.000176
3_5_place_dp | 1180 | 3760 | 206 | 0.000176
logic make-up (layout without fill, tap and decap cells):
group,Yosys count,count (layout),synth area share (%)
xor+xnor,23,23,20.2
fa+ha+maj,1,1,1.25
buf+inv,10,18,4.89
flops,25,25,50.1
other cells,1,2,0.376
simple gates,36,36,23.2
synthesized netlist by cell type:
master | instances | area (um2)
nand4_1 | 7 | 43.8
nand2_1 | 7 | 26.3
inv_1 | 7 | 26.3
and4_1 | 2 | 17.5
and2_1 | 1 | 6.26
buf_4 | 3 | 22.5
nor2_1 | 4 | 15.0
nand3_1 | 9 | 45.0
nand4_4 | 1 | 21.3
xnor2_1 | 16 | 140
nor4_2 | 2 | 25.0
dfxtp_1 | 25 | 500
conb_1 | 1 | 3.75
xor2_1 | 7 | 61.3
nor3_1 | 2 | 10.0
nor4_4 | 1 | 21.3
ha_1 | 1 | 12.5
Power figures rest on the tool's default switching activity, not on a simulated workload.
